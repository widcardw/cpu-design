**design/flow/config.mk**
```make
export PLATFORM = sky130hd
export DESIGN_NAME = exec_reg
export DESIGN_NICKNAME = exec_reg
export VERILOG_FILES = /design/flow/design.v
export SDC_FILE = /design/flow/constraint.sdc
export NUM_CORES = 4
export LEC_CHECK = 1
export CORE_UTILIZATION = 50
```
**design/flow/constraint.sdc**
```tcl
current_design exec_reg

set clk_period 1.0
set clk_io_pct 0.2

create_clock -name clk0 -period $clk_period [get_ports {Clk}]

set non_clock_inputs [all_inputs -no_clocks]
set_input_delay [expr $clk_period * $clk_io_pct] -clock clk0 $non_clock_inputs
set_output_delay [expr $clk_period * $clk_io_pct] -clock clk0 [all_outputs]
```
**design/flow/design.v**
```verilog
module exec_reg(
        input               Clk,
        input               stall,
        input               bubble,
        input               MemWr,
        input               Branch,
        input               MemtoReg,
        input               RegWr,
        input       [31:0]  Target,
        input               Zero,
        input       [31:0]  ALUout,
        input       [31:0]  busB,
        input       [4:0]   Rw,
        input               Jump,
        input       [31:0]  jump_target,
        output  reg         MemWr_out,
        output  reg         Branch_out,
        output  reg         MemtoReg_out,
        output  reg         RegWr_out,
        output  reg [31:0]  Target_out,
        output  reg         Zero_out,
        output  reg [31:0]  ALUout_out,
        output  reg [31:0]  busB_out,
        output  reg [4:0]   Rw_out,
        output  reg         Jump_out,
        output  reg [31:0]  jump_target_out
    );
    parameter RNONE = 0;
    always @(posedge Clk) begin
        if (stall == 1'b1) begin
            MemWr_out       <= MemWr_out;
            Branch_out      <= Branch_out;
            MemtoReg_out    <= MemtoReg_out;
            RegWr_out       <= RegWr_out;
            Target_out      <= Target_out;
            Zero_out        <= Zero_out;
            ALUout_out      <= ALUout_out;
            busB_out        <= busB_out;
            Rw_out          <= Rw_out;
            Jump_out        <= Jump_out;
            jump_target_out <= jump_target_out;
        end
        else if (bubble == 1'b1) begin
            MemWr_out       <= RNONE;
            Branch_out      <= RNONE;
            MemtoReg_out    <= RNONE;
            RegWr_out       <= RNONE;
            Target_out      <= RNONE;
            Zero_out        <= RNONE;
            ALUout_out      <= RNONE;
            busB_out        <= RNONE;
            Rw_out          <= RNONE;
            Jump_out        <= RNONE;
            jump_target_out <= RNONE;
        end
        else begin
            MemWr_out       <= MemWr;
            Branch_out      <= Branch;
            MemtoReg_out    <= MemtoReg;
            RegWr_out       <= RegWr;
            Target_out      <= Target;
            Zero_out        <= Zero;
            ALUout_out      <= ALUout;
            busB_out        <= busB;
            Rw_out          <= Rw;
            Jump_out        <= Jump;
            jump_target_out <= jump_target;
        end
    end
    initial begin
        MemWr_out       <= RNONE;
        Branch_out      <= RNONE;
        MemtoReg_out    <= RNONE;
        RegWr_out       <= RNONE;
        Target_out      <= RNONE;
        Zero_out        <= RNONE;
        ALUout_out      <= RNONE;
        busB_out        <= RNONE;
        Rw_out          <= RNONE;
        Jump_out        <= RNONE;
        jump_target_out <= RNONE;
    end
endmodule
```
**design/flow/run.sh**
```bash
#!/bin/bash
# OpenROAD 26Q1-2900-gdf79404cd8, Yosys 0.63+post, stock flow scripts
make -C /OpenROAD-flow-scripts/flow DESIGN_CONFIG=/design/flow/config.mk WORK_HOME=/design/flow/orfs finish
```
==> Slide: Implementation Results <==
Synthesis and Place & Route Summary

Drt
  • Total via count after detailed routing: between 3000 and 4000
  • Via/cell ratio: about 4.7
  • Per-cell routed wire length: approximately 18 microns
  • Iteration count of the initial detailed-routing pass: 4
  • DRC errors left: 0
  • Detail Route Antenna Nets: 0
  • 1st-iter DRT viols: around 120
  • Final WL: 13.34 mm
  • Diode insertion count for antenna repair: 0

Logic synthesis
  • Register area share after synthesis: 0.8145
  • Area of the mapped netlist: between 5000 and 6000 sq um
  • # Cells Yosys: 294
  • Count of different cell masters after synthesis: 5
  • Main area contributors: sky130_fd_sc_hd__edfxtp_1 81%, sky130_fd_sc_hd__nor2b_1 17%, sky130_fd_sc_hd__buf_2 1.4%, sky130_fd_sc_hd__buf_4 0.15%, sky130_fd_sc_hd__inv_1 0.073%
  • Fraction of synthesized cell area taken by the top area cell type: 0.8145
  • Count of warnings emitted by yosys: 1
  • Post-synthesis sequential element count: approximately 140
  • Post-Synthesis Cells: roughly 290
  • Mean Syn Cell Area: about 17 sq um
  • Yosys top cell by area: sky130_fd_sc_hd__edfxtp_1
  • Chip area line of the yosys report: about 5100 sq um

Clock tree
  • Sinks on Clock Net: roughly 140
  • # hold bufs at CTS: 0
  • CTS root buffer: sky130_fd_sc_hd__clkbuf_8
  • H-tree levels: 4
  • TritonCTS clock tree: built
  • Clock slew at reported path FFs: 60 ps
  • Buffer depth of the longest clock path: 2
  • TritonCTS Buffers: 17

Floorplan
  • Boundary pin count: ~280
  • Core region area: 9864 sq um
  • Vertical extent of the die: between 100 and 150 microns
  • Floorplan die width: slightly above 100 microns
  • DIE AREA: around 11000 sq um
  • Effective utilization at floorplan: 0.5195
  • Placement row count: 36

Worst setup path
  • Worst stage delay on the critical path: roughly 370 ps
  • Nature of the critical path endpoint: output port
  • Type of origin of the critical path: flip-flop
  • Library cell contributing the largest single delay on the critical path: sky130_fd_sc_hd__edfxtp_1
  • CP Cell Sequence: buf_2
  • CP Data Required Time: about 800 ps
  • Data arrival time of the critical path: slightly above 1000 ps
  • Sum of buffers and inverters on the critical path: 1
  • Classification of the worst setup path: flip-flop to output port
  • Crit path max fanout: 1
  • Cell family with most CP delay: flip-flops

Global routing
  • All-Layer GR Usage: 0.2661
  • Antenna violations before repair: 0
  • Pin count of the biggest net entering global routing: roughly 55
  • Wire length of the first global-routing pass: 18.33 mm
  • Routing layer with the top usage in global route: met2
  • Total congestion overflow: 0
  • GR met3 Demand/Resource: 0.1045
  • Met1 demand-to-capacity share in global routing: 0.3983
  • Via count of the first global-routing pass: 3507
  • Grt met2 use: 0.4200

Place
  • RePlAce Congestion: between 0.7 and 0.8
  • Placed wire-length estimate: 9.221 mm
  • Pre-CTS setup slack: -420.8 ps
  • Post-detailed-placement cell area: about 8200 sq um
  • Number of input and output port buffers inserted: between 200 and 300

Power
  • Leakage power summed over all cells: approximately 3.1 nW
  • Maximum VDD drop: ~1.2 mV
  • Total power consumption of the routed design: about 15 mW
  • Total power density per cell area: about 1800 nW/um^2

Cells and area
  • Final instance area: slightly above 8000 sq um
  • # fillers: between 500 and 600
  • Fraction of final layout cells with drive strength greater than 1: 0.3046
  • Syn-to-layout area delta: 59.18%

Final timing
  • Final-report hold violation count: 0
  • Pins over their slew limit: 0
  • Unrepaired setup endpoints after global routing: yes
  • Hold slack: ~240 ps
  • Post-layout worst setup margin: -214.7 ps
  • Ratio of final minimum period to clock period: 1.215
  • Actual transition at the worst max-transition pin: roughly 280 ps
  • Maximum clock frequency: 0.8232 GHz
  • Final critical delay including setup and external delays: 1215 ps
  • Final-report setup violation count: about 140
  • Worst slew slack as a fraction of its limit: 0.8130

Outcome
  • Violations in the final reports: negative setup slack
  • Run status: complete, but fails checks

Flow run
  • Max Cap Violations: 0
  • Tally of OpenROAD warnings: 29

Min path
  • Hold Path Class: primary input to flip-flop
[routing by layer]
layer	share of wire	wire [microns]
met1	0.36	4794
met2	0.51	6828
met3	0.11	1410
met4	0.023	308
met5	0	0
[sequential cells by signal, indices dropped and copies added (netlist names)]
register and flops:
jump_target_out 32, busB_out 32, MemtoReg_out 1, ALUout_out 32
MemWr_out 1, Branch_out 1, Rw_out 5, RegWr_out 1
Jump_out 1, Target_out 32, Zero_out 1
[synthesized netlist by cell type (all sizes together)]
master and number:
buf 15, nor2b 139, inv 1, edfxtp 139
[logic make-up after synthesis]
group,share of synthesized area
simple gates,0.1697
buf+inv,0.01587
flops,0.8145
[power by group]
| group | total, mW | switching, mW | internal, mW |
|---|---|---|---|
| Sequential | 7.03 | 0.106 | 6.92 |
| Combinational | 1.45 | 0.475 | 0.971 |
| Clock | 6.37 | 2.29 | 4.07 |
[worst min-delay path, cell delays in order]
cell and delay (ps):
sky130_fd_sc_hd__buf_4 150, sky130_fd_sc_hd__buf_12 170, sky130_fd_sc_hd__nor2b_1 110
[metrics by stage]
stage | instances | utilization | TNS, ps
final | 737 | 0.8270 | -25700
after global routing | 737 | 0.8270 | -32990
after CTS | 737 | 0.8270 | -29780
after detailed placement | 705 | 0.8354 | -57630
after global placement | 705 | 0.8354 | -58600
after floorplan | 294 | - | -221740
[final timing paths]
kind	endpoint	cells past startpoint	startpoint	slack, ps
min	jump_target_out[10]	3	bubble	240
max	jump_target_out[14]	1	jump_target_out[14]	-210
[timing repair]
item,in CTS,in global routing
gates cloned,0,0
setup buffers,0,0
endpoints found under the setup margin,139,139
resized,439,0
[cells in the final DEF, fill, tap and decap left out]
| cell | netlist | routed |
|---|---|---|
| sky130_fd_sc_hd__clkdlybuf4s50_1 | 0 | 140 |
| sky130_fd_sc_hd__edfxtp_1 | 139 | 139 |
| sky130_fd_sc_hd__nor2b_1 | 139 | 139 |
| sky130_fd_sc_hd__buf_2 | 14 | 139 |
| sky130_fd_sc_hd__clkbuf_16 | 0 | 16 |
| sky130_fd_sc_hd__buf_12 | 0 | 10 |
| sky130_fd_sc_hd__clkinvlp_4 | 0 | 4 |
| sky130_fd_sc_hd__bufinv_16 | 0 | 4 |
| sky130_fd_sc_hd__buf_4 | 1 | 4 |
| sky130_fd_sc_hd__inv_6 | 0 | 3 |
| sky130_fd_sc_hd__clkbuf_1 | 0 | 2 |
| sky130_fd_sc_hd__clkinv_4 | 0 | 2 |
| sky130_fd_sc_hd__clkbuf_8 | 0 | 1 |
| sky130_fd_sc_hd__clkinv_2 | 0 | 1 |
[area by class of cell]
class	instances	area, sq um	share of cell area
sequential	139	4174	0.5117
timing repair buffer	293	2327	0.2853
multi-input combinational	139	869.6	0.1066
clock buffer	19	421.7	0.05169
clock inverter	13	191.4	0.02347
tap	133	166.4	0.02040
inverter	1	7.507	0.0009202
Power figures rest on the tool's default switching activity, not on a simulated workload.

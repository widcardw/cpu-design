<file path="design/flow/run.sh">
#!/bin/bash
# OpenROAD 26Q1-2900-gdf79404cd8, Yosys 0.63+post, stock flow scripts
make -C /OpenROAD-flow-scripts/flow DESIGN_CONFIG=/design/flow/config.mk WORK_HOME=/design/flow/orfs finish
</file>
<file path="design/flow/config.mk">
export PLATFORM = sky130hd
export DESIGN_NAME = id_reg
export DESIGN_NICKNAME = id_reg
export VERILOG_FILES = /design/flow/design.v
export SDC_FILE = /design/flow/constraint.sdc
export NUM_CORES = 4
export LEC_CHECK = 1
export CORE_AREA = 10 10 210 210
export DIE_AREA = 0 0 220 220
</file>
<file path="design/flow/constraint.sdc">
current_design id_reg

set clk_period 1.0
set clk_io_pct 0.2

create_clock -name clk0 -period $clk_period [get_ports {Clk}]

set non_clock_inputs [all_inputs -no_clocks]
set_input_delay [expr $clk_period * $clk_io_pct] -clock clk0 $non_clock_inputs
set_output_delay [expr $clk_period * $clk_io_pct] -clock clk0 [all_outputs]
</file>
<file path="design/flow/design.v">
module id_reg(
        input               Clk,
        input               stall,
        input               bubble,
        input               ExtOp,
        input               ALUSrc,
        input       [2:0]   ALUctr,
        input               RegDst,
        input               MemWr,
        input               Branch,
        input               MemtoReg,
        input               RegWr,
        input       [4:0]   Rt,
        input       [4:0]   Rd,
        input       [31:0]  busA,
        input       [31:0]  busB,
        input       [15:0]  imm,
        input       [31:0]  pc_inc,
        input               Jump,
        input       [31:0]  jump_target,
        output  reg         ExtOp_out,
        output  reg         ALUSrc_out,
        output  reg [2:0]   ALUctr_out,
        output  reg         RegDst_out,
        output  reg         MemWr_out,
        output  reg         Branch_out,
        output  reg         MemtoReg_out,
        output  reg         RegWr_out,
        output  reg [4:0]   Rt_out,
        output  reg [4:0]   Rd_out,
        output  reg [31:0]  busA_out,
        output  reg [31:0]  busB_out,
        output  reg [15:0]  imm_out,
        output  reg [31:0]  pc_inc_out,
        output  reg         Jump_out,
        output  reg [31:0]  jump_target_out
    );
    parameter RNONE = 0;
    always @ (posedge Clk) begin
        if (stall == 1'b1) begin
            ExtOp_out       <= ExtOp_out;
            ALUSrc_out      <= ALUSrc_out;
            ALUctr_out      <= ALUctr_out;
            RegDst_out      <= RegDst_out;
            Branch_out      <= Branch_out;
            MemWr_out       <= MemWr_out;
            MemtoReg_out    <= MemtoReg_out;
            RegWr_out       <= RegWr_out;
            Rt_out          <= Rt_out;
            Rd_out          <= Rd_out;
            busA_out        <= busA_out;
            busB_out        <= busB_out;
            imm_out         <= imm_out;
            pc_inc_out      <= pc_inc_out;
            Jump_out        <= Jump_out;
            jump_target_out <= jump_target_out;
        end
        else if (bubble == 1'b1) begin
            ExtOp_out       <= RNONE;
            ALUSrc_out      <= RNONE;
            ALUctr_out      <= RNONE;
            RegDst_out      <= RNONE;
            Branch_out      <= RNONE;
            MemWr_out       <= RNONE;
            MemtoReg_out    <= RNONE;
            RegWr_out       <= RNONE;
            Rt_out          <= RNONE;
            Rd_out          <= RNONE;
            busA_out        <= RNONE;
            busB_out        <= RNONE;
            imm_out         <= RNONE;
            pc_inc_out      <= RNONE;
            Jump_out        <= RNONE;
            jump_target_out <= RNONE;
        end
        else begin
            ExtOp_out       <= ExtOp;
            ALUSrc_out      <= ALUSrc;
            ALUctr_out      <= ALUctr;
            RegDst_out      <= RegDst;
            Branch_out      <= Branch;
            MemWr_out       <= MemWr;
            MemtoReg_out    <= MemtoReg;
            RegWr_out       <= RegWr;
            Rt_out          <= Rt;
            Rd_out          <= Rd;
            busA_out        <= busA;
            busB_out        <= busB;
            imm_out         <= imm;
            pc_inc_out      <= pc_inc;
            Jump_out        <= Jump;
            jump_target_out <= jump_target;
        end
    end
    initial begin
        ExtOp_out       <= RNONE;
        ALUSrc_out      <= RNONE;
        ALUctr_out      <= RNONE;
        RegDst_out      <= RNONE;
        Branch_out      <= RNONE;
        MemWr_out       <= RNONE;
        MemtoReg_out    <= RNONE;
        RegWr_out       <= RNONE;
        Rt_out          <= RNONE;
        Rd_out          <= RNONE;
        busA_out        <= RNONE;
        busB_out        <= RNONE;
        imm_out         <= RNONE;
        pc_inc_out      <= RNONE;
        Jump_out        <= RNONE;
        jump_target_out <= RNONE;
    end
endmodule
</file>
==> results_dict.tcl <==
# implementation run metrics
set metrics [dict create \
    status "complete, but fails checks" \
    failed_checks "setup timing" \
    power.internal_mw 12.9 \
    pwr-share-seq 0.509 \
    power_switching_mw 3.52 \
    drive_gt1_frac 0.324 \
    grt_pass1_vias 4382 \
    tns_ns -18.96 \
    grt_use_total 0.0825 \
    cp.arrival_ns 0.99 \
    wl_um 20600 \
    mux_share 0 \
    hp-class "in2reg" \
    path_clk_slew_ns 0.07 \
    warning_count 28 \
    worst-path-stages 1 \
    rsz0062_at_grt "yes" \
    placed_area_sq_um 10400 \
    fp_util 0.153 \
    ys_sh_simple 0.170 \
    syn_area_per_cell_sq_um 17.4 \
    grt_pass1_wl_um 28500 \
    place.gp.congestion 0.830 \
    clockBufferDepth 2 \
    ys_seq_frac 0.815 \
    relSlewSlack 0.820 \
    core_sq_um 39600 \
    leakage_nw 3.78 \
    setup_ws_ns -0.192 \
    fmax_mhz 839 \
    setup.worst_path.class "reg2out" \
    synth_flops 165 \
    root_buffer "clkbuf_16" \
    post_drt_wl_per_cell_um 16.3 \
    power_mw 16.4 \
    fa_ha_area_frac 0 \
    start_kind "flip-flop" \
    final_util 0.257 \
    netlist_logic_family_top "simple AND/OR/NAND/NOR gates" \
    cp-end-kind "primary output" \
    synth_xor_xnor_area_share 0 \
    area_delta_synth_final_pct 67.6 \
    required_ns 0.80 \
    setup_viol 165 \
    fillers 4130 \
    holdPathStages 3 \
    viasPerCell 3.26 \
    drc 0 \
    clockPowerShare 0.378 \
    grt_max_degree 56 \
    htree_num_levels 4 \
    power_per_cell_area_nw_per_um2 1610 \
    p_sw_frac 0.215 \
    crit_slowest_cell "edfxtp_1" \
    ios 333 \
    critPathBufInv 1 \
    crit_chain "buf_6" \
    pwr-share-comb 0.113 \
    yosys_area_sq_um 6080 \
    dr.pass1.iters 4 \
    drtIter0Drc 157 \
    peakVddDrop_uv 1240 \
    min_period_ns 1.19 \
    vias 4120 \
    synth.cell_area_sq_um 6080 \
    slew_violations 0 \
    max_stage_delay_ns 0.41 \
    aoi_share 0 \
    ys_cells 349 \
    fin_hold_ws_ns 0.256 \
    cts_sinks 165 \
    die_width_um 220 \
    worst_pin_slew_ns 0.271 \
    synthDistinctLibCells 5 \
    overflow 0 \
    logic_area_sq_um 1030 \
    io_buffers 332 \
    maxCapViolCount 0 \
    tritoncts "done" \
    period_used_share 1.19 \
    hold_viol_final 0 \
    hpwl_um 16600 \
    numCtsBuffers 17 \
    grt_antenna_before_repair 8 \
    syn_inst 349 \
    yosysWarningCount 1 \
    stdcell_area_sq_um 10200 \
    die_y_um 220 \
    critPathTopFamily "flip-flops" \
    path_max_fanout 1 \
    rows 73 \
    seqCellArea_sq_um 4950 \
    postRouteAntennaNets 0 \
    chipArea_sq_um 48400 \
]
==> synthesized netlist by cell type <==
cell / count / area share
edfxtp_1: 165 / 0.81
nor2b_1: 165 / 0.17
buf_2: 17 / 0.014
clkbuf_1: 1 / 0.00062
inv_1: 1 / 0.00062
==> state kept, by name (all words and copies together), names as in the netlist <==
register,flops
ALUSrc_out,1
ALUctr_out,3
Branch_out,1
ExtOp_out,1
Jump_out,1
MemWr_out,1
MemtoReg_out,1
Rd_out,5
RegDst_out,1
RegWr_out,1
Rt_out,5
busA_out,32
busB_out,32
imm_out,16
jump_target_out,32
pc_inc_out,32
==> layout make-up <==
class / instances / share of cell area
sequential: 165 / 0.486
timing repair buffer: 372 / 0.292
multi-input combinational: 165 / 0.101
tap: 525 / 0.0645
clock buffer: 17 / 0.0418
clock inverter: 14 / 0.0125
antenna: 4 / 0.000983
inverter: 1 / 0.000737
==> metrics by stage <==
| stage | setup slack, ns | std cells |
|---|---|---|
| 6_report | -0.192 | 1263 |
| 5_1_grt | -0.271 | 1259 |
| 4_1_cts | -0.262 | 1259 |
| 3_5_place_dp | -0.480 | 1227 |
| 3_3_place_gp | -0.482 | 1227 |
| 2_1_floorplan | -1.98 | 349 |
==> power by group through the flow <==
stage | Combinational (mW) | Sequential (mW) | Clock [mW]
5_1_grt | 2.06 | 8.39 | 6.78
6_report | 1.85 | 8.34 | 6.20
4_1_cts | 1.92 | 8.35 | 6.48
==> routing by layer <==
metal | share of wire | GRT usage
met1 | 0.35 | 0.0884
met2 | 0.45 | 0.127
met3 | 0.19 | 0.0707
met4 | 0.0097 | 0.00730
met5 | 0.0023 | 0
==> placed cells by master (no fill, tap or decap), drive strengths merged <==
master	n
edfxtp	165
clkinvlp	5
inv	4
clkinv	5
dlygate4sd2	1
bufinv	1
clkdlybuf4s50	165
buf	205
clkbuf	17
nor2b	165
bufbuf	1
diode	4
==> cell families after synthesis <==
kind of cell,after synthesis
flops,165
simple gates,165
buf+inv,19
==> repair_timing <==
item / in CTS / in global routing
resized: 570 / 4
hold buffers: 0 / 0
endpoints found under the setup margin: 216 / 165
setup buffers: 0 / 0
gates cloned: 1 / 0
==> path summary, 6_finish.rpt <==
check                                 from                                 to  slack (ns)
setup / recovery  imm_out[2]$_SDFFCE_PP0N_                         imm_out[2]       -0.19
hold / removal                      bubble  jump_target_out[18]$_SDFFCE_PP0N_        0.26
Power and IR drop assume default switching activity.

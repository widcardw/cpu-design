==> design/flow/design.v <==
module mem_wr_reg (
        input               Clk,
        input               stall,
        input               bubble,
        input       [31:0]  Dataout,
        input       [4:0]   Rw,
        input       [31:0]  ALUout,
        input               MemtoReg,
        input               RegWr,
        output  reg [31:0]  Dataout_out,
        output  reg [4:0]   Rw_out,
        output  reg [31:0]  ALUout_out,
        output  reg         MemtoReg_out,
        output  reg         RegWr_out
    );
    parameter RNONE = 0;
    always @(posedge Clk) begin
        if (stall == 1'b1) begin
            Dataout_out     <= Dataout_out;
            Rw_out          <= Rw_out;
            ALUout_out      <= ALUout_out;
            MemtoReg_out    <= MemtoReg_out;
            RegWr_out       <= RegWr_out;
        end
        else if (bubble == 1'b1) begin
            Dataout_out     <= RNONE;
            Rw_out          <= RNONE;
            ALUout_out      <= RNONE;
            MemtoReg_out    <= RNONE;
            RegWr_out       <= RNONE;
        end
        else begin
            Dataout_out     <= Dataout;
            Rw_out          <= Rw;
            ALUout_out      <= ALUout;
            MemtoReg_out    <= MemtoReg;
            RegWr_out       <= RegWr;
        end
    end
    initial begin
        Dataout_out     <= RNONE;
        Rw_out          <= RNONE;
        ALUout_out      <= RNONE;
        MemtoReg_out    <= RNONE;
        RegWr_out       <= RNONE;
    end
endmodule  
==> design/flow/run.sh <==
#!/bin/bash
# OpenROAD 26Q1-2900-gdf79404cd8, Yosys 0.63+post, stock flow scripts
make -C /OpenROAD-flow-scripts/flow DESIGN_CONFIG=/design/flow/config.mk WORK_HOME=/design/flow/orfs finish
==> design/flow/config.mk <==
export PLATFORM = sky130hd
export DESIGN_NAME = mem_wr_reg
export DESIGN_NICKNAME = mem_wr_reg
export VERILOG_FILES = /design/flow/design.v
export SDC_FILE = /design/flow/constraint.sdc
export NUM_CORES = 4
export LEC_CHECK = 1
export CORE_UTILIZATION = 50
==> design/flow/constraint.sdc <==
current_design mem_wr_reg

set clk_period 1.0
set clk_io_pct 0.2

create_clock -name clk0 -period $clk_period [get_ports {Clk}]

set non_clock_inputs [all_inputs -no_clocks]
set_input_delay [expr $clk_period * $clk_io_pct] -clock clk0 $non_clock_inputs
set_output_delay [expr $clk_period * $clk_io_pct] -clock clk0 [all_outputs]
==> results.txt <==
Implementation numbers.

- The number of pins with negative max-slew slack in the final report reads 0.
- The buffer_ports step reported a buffer count of ~140.
- The run finished, with violations left.
- Walking the worst path, the cells encountered are buf_2.
- The die extent in x is roughly 74 µm.
- Per the run report, area growth between synthesis and finish was 55.7%.
- Yosys mapped a number of flops with a built-in enable equal to 71.
- The pre-antenna-repair detailed-routing pass consisted of 4 iterations.
- The number of storage elements in the synthesis netlist reads about 71.
- The global-route wire length before repair reads between 9 and 10 mm.
- The largest individual stage delay along the critical path comes from the cell sky130_fd_sc_hd__edfxtp_1.
- The share of async-settable or async-resettable flops after synthesis reads 0%.
- Per the post-run analysis, buffers plus inverters along the critical path come to 1.
- The CTS sink count reads about 71.
- For this run, the number of Yosys warnings is 1.
- The design draws around 7000 µW.
- The peak supply drop is ~1.4 mV.
- The type of the worst setup path is flip-flop to primary output.
- The worst setup margin reads -0.0965 ns.
- The fraction of the core area covered by cells at the end of the flow reads about 83%.
- In the routed design, unresolved DRC markers number 0.
- The transition time at the pin with the least slew margin is approximately 0.21 ns.
- In this run the core area contains 25 standard-cell rows.
- The CTS tree reads yes.
- The die height is between 70 and 80 µm.
- The maximum fanout along the worst path is 1.
- The sequential-to-total area share from yosys stat reads between 80% and 90%.
- The shortest period the worst path allows reads 1.10 ns.
- The residual antenna-violating net count after detailed routing is 0.
- Of the total power, the clock network draws a little under two fifths.
- The placed wire-length estimate after detailed placement is ~4.2 mm.
- The mean cell area of the mapped netlist is 17.4 µm².
- The wire length reported by the detailed router reads between 6 and 7 mm.
- Hold is met by approximately 0.39 ns.
- The top-level port count is about 150.
- The share of Yosys cell area claimed by the top area cell type is between 80% and 90%.
- In the post-synthesis netlist, the biggest area contributors are sky130_fd_sc_hd__edfxtp_1 (82%), sky130_fd_sc_hd__nor2b_1 (17%), sky130_fd_sc_hd__buf_2 (1.3%).
- After synthesis the cells add up to 0.00262 mm².
- The number of failing setup endpoints in the final timing report is 60.
- The vias per cell is ~4.6.
- Once the clock tree was built, the setup fixing pass inserted 0 buffers.
- The post-CTS clock slew at the launch and capture registers of the worst setup and hold paths is 0.07 ns.
- The overall routing resource usage reads between 20% and 30%.
- The antenna diode instance count is 0.
- The power dissipated by switching net loads is approximately 1300 µW.
- The Yosys chip area is ~0.0026 mm².
- The via count of the first global-routing pass is 1805.
- The endpoint required time on the critical path reads roughly 0.80 ns.
- The OpenROAD warning count is 29.
- Setup repair after global routing could not meet its margin everywhere.
- The via total after detailed routing reads roughly 1700.
- The switching share of total power reads around a fifth.
- According to the hold report, the worst path is of the input pin to flip-flop type.
- The fraction of the core area occupied by cells at floorplan is a little over half.
- Per the OpenROAD floorplan log, the area of the die is about 0.0055 mm².
- The congestion estimate from routability-driven global placement came to approximately 0.81.
- The wire length per cell after detailed routing reads between 15 and 20 µm.
- According to the timing report, the arrival time at the worst endpoint equals 0.90 ns.
- The clock tree root buffer cell is sky130_fd_sc_hd__clkbuf_8.
- Of the cells placed in the final design, the portion with a size suffix greater than 1 is 30.4%.
- The remaining max-slew budget at the tightest pin reads 85.8%.
- The timing-limited maximum frequency reads 912 MHz.
- The part of the power in combinational logic reads roughly a tenth.
- Looking at the clock tree report, the H-tree level count equals 3.
- The CTS buffer count reads 9.
- The number of DRC markers after the initial detailed-route iteration reads about 63.
- The cell type contributing the most total cell area after synthesis is sky130_fd_sc_hd__edfxtp_1.
- The maximum number of pins on one net before global-route repair reads about 40.
- The dominant register cell reads sky130_fd_sc_hd__edfxtp_1.
- The number of maximum-capacitance violations is 0.
- The number of distinct library cells after synthesis reads 4.
- The worst setup path is captured at a primary output.
- The yosys stat cell total is 150.
- The kind of cell with the highest combined delay along the critical path is flip-flops.
- The leakage power reads 0.00157 µW.
- Recorded from the global router log, the overflow total was 0.
- Counting endpoints that fail hold in the final report gives 0.
- The final reports fail on setup timing.
- The synthesis run shows the most used standard cells to be sky130_fd_sc_hd__edfxtp_1 (71), sky130_fd_sc_hd__nor2b_1 (71), sky130_fd_sc_hd__buf_2 (7).
- Cell internal power was estimated by the tool at 5660 µW.
- The worst stage delay on the critical path is around 0.41 ns.
- The element type at the critical path start is a flip-flop.
- Before CTS, the worst setup slack after placement is -0.336 ns.
- The longest clock path from root to sink contains 2 buffers.
- The power report attributes to the sequential group a share of between 50 and 60%.
- The core footprint is around 0.0049 mm².
- The initial antenna violation count is 0.
- The power density relative to cell area is between 1500 and 2000 mW/mm².
- The synthesized instance count reads 150.
- The post-route fraction of the period consumed by the critical path is 110%.
[kinds of logic after synthesis]
family | share of synthesized area, %
simple gates | 17.0
buf+inv | 1.48
flops | 81.5
[registers in the layout, indices dropped and copies added (netlist names)]
| signal | count |
|---|---|
| ALUout_out | 32 |
| Dataout_out | 32 |
| Rw_out | 5 |
| MemtoReg_out | 1 |
| RegWr_out | 1 |
[area by class of cell]
cell class	instances	area [µm²]
inverter	1	7.51
timing repair buffer	150	1170
clock inverter	7	111
multi-input combinational	71	444
clock buffer	9	124
fill	270	807
sequential	71	2130
tap	67	83.8
[per-layer routing]
layer,vias to the layer above,global-route usage [%],wire length [µm]
met5,-,0,0
met4,0,2.73,37
met3,4,13.9,865
met2,112,40.8,3210
met1,794,41.2,2550
li1,826,-,-
[layout by cell type, fill, tap and decap left out]
cell                              instances
sky130_fd_sc_hd__buf_2                   72
sky130_fd_sc_hd__edfxtp_1                71
sky130_fd_sc_hd__nor2b_1                 71
sky130_fd_sc_hd__clkdlybuf4s50_1         71
sky130_fd_sc_hd__clkbuf_8                 9
sky130_fd_sc_hd__bufinv_16                3
sky130_fd_sc_hd__buf_12                   3
sky130_fd_sc_hd__clkinvlp_4               2
sky130_fd_sc_hd__clkinv_2                 2
sky130_fd_sc_hd__buf_4                    2
sky130_fd_sc_hd__clkinv_1                 1
sky130_fd_sc_hd__dlymetal6s2s_1           1
sky130_fd_sc_hd__buf_6                    1
[per-stage QoR]
stage / setup TNS [ns] / std cells / area, µm²
detailed placement: -22.77 / 360 / 4190
global placement: -22.56 / 360 / 4190
CTS: -2.75 / 376 / 4070
floorplan: -41.04 / 150 / 2620
global route: -4.48 / 376 / 4070
finish: -1.43 / 376 / 4070
[power by group through the flow]
stage | Combinational, µW | Clock (µW) | Sequential [µW]
CTS | 729 | 2690 | 3590
global route | 786 | 2800 | 3610
finish | 723 | 2630 | 3590
[worst paths after layout]
path / depth (start not counted) / endpoint / slack, ns / from
worst max-delay path: 1 / Dataout_out[6] / -0.1 / Dataout_out[6]
worst min-delay path: 3 / ALUout_out[20] / 0.39 / bubble
[timing repair]
item,4_1_cts,5_1_grt
endpoints found under the setup margin,71,88
resized,217,2
hold buffers,0,0
Power and IR drop assume default switching activity.
